### flow/design.v
module SAL_FIFO #(
    parameter       DEPTH_LG2           = 4,
    parameter       DATA_WIDTH          = 32,
    parameter       AFULL_THRES         = ((1<<DEPTH_LG2)-1),
    parameter       AEMPTY_THRES        = 1
)
(
    input   wire                        clk,
    input   wire                        rst_n,
    output  wire                        full_o,
    output  wire                        afull_o,
    input   wire                        wren_i,
    input   wire    [DATA_WIDTH-1:0]    wdata_i,
    output  wire                        empty_o,
    output  wire                        aempty_o,
    input   wire                        rden_i,
    output  wire    [DATA_WIDTH-1:0]    rdata_o
);
    localparam  FIFO_DEPTH              = (1<<DEPTH_LG2);
    reg     [DATA_WIDTH-1:0]            data[FIFO_DEPTH];
    reg                                 full,       full_n,
                                        afull,      afull_n,
                                        empty,      empty_n,
                                        aempty,     aempty_n;
    reg     [DEPTH_LG2:0]               wrptr,      wrptr_n,
                                        rdptr,      rdptr_n;
    reg     [DEPTH_LG2-1:0]             cnt,        cnt_n;                                
    always_ff @(posedge clk)
        if (!rst_n) begin
            full                        <= 1'b0;
            afull                       <= 1'b0;
            empty                       <= 1'b1;     
            aempty                      <= 1'b1;
            wrptr                       <= {(DEPTH_LG2+1){1'b0}};
            rdptr                       <= {(DEPTH_LG2+1){1'b0}};
            cnt                         <= {DEPTH_LG2{1'b0}};
            for (int i=0; i<FIFO_DEPTH; i++) begin
                data[i]                     <= {DATA_WIDTH{1'b0}};
            end
        end
        else begin
            full                        <= full_n;
            afull                       <= afull_n;
            empty                       <= empty_n;
            aempty                      <= aempty_n;
            wrptr                       <= wrptr_n;
            rdptr                       <= rdptr_n;
            cnt                         <= cnt_n;
            if (wren_i) begin
                data[wrptr[DEPTH_LG2-1:0]]  <= wdata_i;
            end
        end
    always_comb begin
        wrptr_n                     = wrptr;
        rdptr_n                     = rdptr;
        cnt_n                       = cnt;
        if (wren_i & ~full) begin
            wrptr_n                     = wrptr + 'd1;
        end
        if (rden_i & ~empty) begin
            rdptr_n                     = rdptr + 'd1;
        end
        if (wren_i & ~rden_i) begin
            cnt_n                       = cnt + 'd1;
        end
        else if (~wren_i & rden_i) begin
            cnt_n                       = cnt - 'd1;
        end
        full_n                      = (wrptr_n[DEPTH_LG2]!=rdptr_n[DEPTH_LG2])
                                     &(wrptr_n[DEPTH_LG2-1:0]==rdptr_n[DEPTH_LG2-1:0]);
        afull_n                     = (cnt_n >= AFULL_THRES);
        empty_n                     = (wrptr_n == rdptr_n);
        aempty_n                    = (cnt_n <= AFULL_THRES);
    end
    // synthesis translate_off
    always @(posedge clk) begin
        if (full_o & wren_i) begin
            $display("@%t FIFO %m overflow", $time);
            @(posedge clk);
            $finish;
        end
    end
    always @(posedge clk) begin
        if (empty_o & rden_i) begin
            $display("@%t FIFO %m underflow", $time);
            @(posedge clk);
            $finish;
        end
    end
    // synthesis translate_on
    assign  full_o                      = full;
    assign  afull_o                     = afull;
    assign  empty_o                     = empty;
    assign  aempty_o                    = aempty;
    assign  rdata_o                     = data[rdptr[DEPTH_LG2-1:0]];
endmodule
### flow/run.sh
#!/bin/bash
# OpenROAD 26Q1-2900-gdf79404cd8, Yosys 0.63+post, stock flow scripts
make -C /OpenROAD-flow-scripts/flow DESIGN_CONFIG=/design/flow/config.mk WORK_HOME=/design/flow/orfs finish
### flow/config.mk
export PLATFORM = sky130hd
export DESIGN_NAME = SAL_FIFO
export DESIGN_NICKNAME = SAL_FIFO
export VERILOG_FILES = /design/flow/design.v
export SDC_FILE = /design/flow/constraint.sdc
export NUM_CORES = 4
export LEC_CHECK = 1
export CORE_UTILIZATION = 30
### flow/constraint.sdc
current_design SAL_FIFO

set clk_period 9.6
set clk_io_pct 0.2

create_clock -name clk0 -period $clk_period [get_ports {clk}]

set non_clock_inputs [all_inputs -no_clocks]
set_input_delay [expr $clk_period * $clk_io_pct] -clock clk0 $non_clock_inputs
set_output_delay [expr $clk_period * $clk_io_pct] -clock clk0 [all_outputs]
==> run_results.csv <==
group,metric,value,unit
clock_tree,path_clk_slew,60,ps
timing,worst_pin_slew,903,ps
timing,setup_viol_count_final,0,
critical_path,max_stage_delay,730,ps
yosys,yosysTopAreaCell,"edfxtp_1",
power,pwr-share-comb,11.4,%
clock_tree,cts_buffer_depth,3,
yosys,synth_top_area_share,63.4,%
clock_tree,cts_root_buf,"clkbuf_16",
routing,drt-vias-per-instance,5.22,
critical_path,crit_path_end_kind,"output pin",
grt,grtUsageTotal,16.3,%
routing,wl_per_cell,23.3,um
critical_path,crit_path_top_delay_cell,"buf_4",
floorplanning,core,0.0795,mm^2
timing,rsz0062_at_grt,"false",
timing,fmax,167,MHz
critical_path,cp_max_fo,54,
timing,min_period_over_period,62.4,%
grt,grt_first_pass_wirelength,93500,um
yosys,yosysUniqueCellTypes,36,
critical_path,r2r-end,"data[7][20]$_SDFFCE_PN0P_",
clock_tree,cts_setup_buffers,0,
routing,wl,62100,um
power,power.share.clock,38.2,%
timing,fin_setup_tns,0,ps
timing,slew_viol_final,0,
power,seq_power_share,50.4,%
clock_tree,cts_tree,"done",
routing,drtAntennaViolNets,0,
floorplanning,die_x,286,um
critical_path,rr_startpoint,"wrptr[2]$_SDFF_PN0_",
finish,syn_to_final_growth,13.5,%
routing,firstDrtPassIters,5,
yosys,yosysWarningCount,2,
floorplanning,fp_util,30.5,%
flow_run,tool_warnings,29,
critical_path,crit_type,"reg -> out",
placed_design,place_area,0.0259,mm^2
routing,dr.first_iter.drc_count,820,
grt,grt_overflow,0,
critical_path,r2r_setup_slack,6290,ps
yosys,syn_avg_cell_area,15.1,um^2
grt,grt_max_degree,93,
floorplanning,ioPinCount,72,
critical_path,startpoint_type,"flip-flop",
floorplanning,die_h,286,um
power,peakVddDrop,0.000143,V
grt,grt_pass1_vias,15000,
yosys,ys_async_sr_fraction,0,%
worst_hold_path,hp-class,"reg -> reg",
placed_design,gp_congestion,0.794,
yosys,top_cells_by_area,"edfxtp_1, and3_1, mux4_2",
placed_design,io_buffers,70,
yosys,ys_cells,1602,
yosys,common_cells,"and3_1, edfxtp_1, clkbuf_1",
routing,drc,0,
yosys,ys_ff,529,
clock_tree,cts_made_buffers,54,
clock_tree,cts_resized,0,
power,power.internal,4.02,mW
placed_design,hpwl,31900,um
yosys,yosys_most_used_dff,"edfxtp_1",
critical_path,timing.critical_path.cells,"buf_4 > buf_4 > mux4_2 > mux2i_1 > a21oi_1 > clkdlybuf4s50_1",
yosys,synth-edff-count,512,
flow_run,max_cap_viol_count,0,
critical_path,crit_path_frequent_cell,"buf_4",
timing,hold_violations,0,
critical_path,crit_path_end,"rdata_o[28]",
power,finalPower,5.28,mW
yosys,synthCells,1602,
timing,maxSlewHeadroom,39.7,%
clock_tree,cts.sinks,529,
power,swShare,23.9,%
floorplanning,rows,103,
clock_tree,cts_max_level,2,
critical_path,required,7680,ps
floorplanning,chipArea,0.0820,mm^2
power,powerDensity,192,mW/mm^2
clock_tree,postCtsHoldBufs,0,
routing,vias,13900,
timing,skew,15.7,ps
power,leakagePower,11.1,nW
yosys,ys_seq_share,64.8,%
critical_path,worstRegToRegCells,6,
outcome,status,"finished clean",
yosys,ys_area,0.0243,mm^2
finish,drive_gt1_share,17.1,%
critical_path,startpoint,"rdptr[1]$_SDFF_PN0_",
clock_tree,insertion_delay,610,ps
power,p_sw,1.26,mW
finish,finalInstanceArea,0.0275,mm^2
yosys,netlist_area,0.0243,mm^2
timing,period_needed,5990,ps
grt,antenna_found_initial,4,
critical_path,critPathArrivalTime,4070,ps
## routing by layer
metal / vias to the layer above / share of wire, % / track usage, % / wire length, um
li1: 6199 / - / - / -
met1: 6841 / 35 / 18.8 / 22000
met2: 802 / 49 / 25.6 / 30400
met3: 90 / 13 / 10.7 / 8360
met4: 4 / 2.1 / 3.21 / 1300
met5: - / 0.050 / 0.581 / 31
## power by group through the flow
stage,registers (mW),logic (mW),clock network [mW]
6_report,2.66,0.603,2.01
5_1_grt,2.67,0.657,2.13
4_1_cts,2.66,0.616,2.05
## registers in the layout (all words and copies together), names as in the netlist
name / flops
afull: 1
full: 1
cnt: 4
data: 512
rdptr: 5
empty: 1
wrptr: 5
## logic make-up after synthesis
| family | Yosys count | synth area share [%] |
|---|---|---|
| simple gates | 614 | 15.4 |
| flops | 529 | 64.8 |
| buf+inv | 202 | 3.67 |
| mux | 164 | 13.4 |
| compound gates | 68 | 1.77 |
| xor+xnor | 17 | 0.614 |
| fa+ha+maj | 7 | 0.361 |
| other cells | 1 | 0.0155 |
## cell type report
| cell class | count | area (um^2) |
|---|---|---|
| inverter | 6 | 22.5 |
| multi-input combinational | 871 | 7770 |
| tap | 1050 | 1310 |
| fill | 7302 | 52000 |
| clock inverter | 36 | 272 |
| antenna | 2 | 5.00 |
| sequential | 529 | 15700 |
| timing repair buffer | 110 | 1010 |
| clock buffer | 65 | 1410 |
## worst max-delay path: cells and delay by family, from the launching register on
kind | cells | cell delay [ps]
compound gates | 1 | 400
flops | 1 | 710
buf+inv | 3 | 1870
mux | 2 | 420
## worst min path at each step
stage                  startpoint                   to  slack [ps]  cells past startpoint
CTS           rdptr[4]$_SDFF_PN0_  rdptr[4]$_SDFF_PN0_         560                      2
global route  rdptr[4]$_SDFF_PN0_  rdptr[4]$_SDFF_PN0_         590                      2
finish        rdptr[4]$_SDFF_PN0_  rdptr[4]$_SDFF_PN0_         550                      2
## stage by stage
step                      utilization [%]  instances  hold WS, ps  worst slack [ps]
after CTS                            34.6       2667          561              3470
final                                34.6       2669          552              3610
after detailed placement             32.5       2566          539              3890
after global routing                 34.6       2669          591              3300
after floorplan                         -       1602          500              5720
after global placement               32.5       2566          517              3910
## layout by cell type (no fill, tap or decap), types with 5 or more instances in the layout
cell type	n
clkinv_1	12
buf_4	39
a211oi_1	32
and3_1	512
mux2i_1	36
and2_1	6
clkdlybuf4s50_1	70
mux4_2	128
inv_1	5
clkbuf_1	10
nand2_2	17
nor2_1	13
xnor2_1	10
edfxtp_1	512
xor2_1	7
nand2_1	17
nor2b_1	33
a21oi_1	33
dfxtp_1	13
clkbuf_16	55
clkinv_2	17
No activity file was given, so power comes from the tool's default toggle rates.
