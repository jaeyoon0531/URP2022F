File: design/flow/constraint.sdc
current_design SAL_TIMING_CNTR

set clk_period 2.5
set clk_io_pct 0.2

create_clock -name clk0 -period $clk_period [get_ports {clk}]

set non_clock_inputs [all_inputs -no_clocks]
set_input_delay [expr $clk_period * $clk_io_pct] -clock clk0 $non_clock_inputs
set_output_delay [expr $clk_period * $clk_io_pct] -clock clk0 [all_outputs]
File: design/flow/design.v
`timescale 1ns/1ps
module SAL_TIMING_CNTR
#(
    parameter                   CNTR_WIDTH      = 4
)
(
    input                       clk,
    input                       rst_n,
    input                       reset_cmd_i,
    input   [CNTR_WIDTH-1:0]    reset_value_i,
    output                      is_zero_o        
);
    logic   [CNTR_WIDTH-1:0]    cntr,       cntr_n;
    always_ff @(posedge clk)
        if (!rst_n)
            cntr                    <= 'd0;
        else
            cntr                    <= cntr_n;
    always_comb begin
        if (reset_cmd_i)
            cntr_n                  = reset_value_i;
        else if (cntr != 'd0)
            cntr_n                  = cntr - 'd1;
        else
            cntr_n                  = cntr;
    end
    assign  is_zero_o               = (cntr == 'd0);
endmodule
File: design/flow/run.sh
#!/bin/bash
# OpenROAD 26Q1-2900-gdf79404cd8, Yosys 0.63+post, stock flow scripts
make -C /OpenROAD-flow-scripts/flow DESIGN_CONFIG=/design/flow/config.mk WORK_HOME=/design/flow/orfs finish
File: design/flow/config.mk
export PLATFORM = sky130hd
export DESIGN_NAME = SAL_TIMING_CNTR
export DESIGN_NICKNAME = SAL_TIMING_CNTR
export VERILOG_FILES = /design/flow/design.v
export SDC_FILE = /design/flow/constraint.sdc
export NUM_CORES = 4
export LEC_CHECK = 1
export CORE_AREA = 10 10 70 70
export DIE_AREA = 0 0 80 80
==> notes.md <==
The implementation run finished. Once layout is complete, the cells apart from fillers number 81. Entering global routing, the biggest net connects 8 pins. The power report attributes to the sequential group a share of 0.352. Warning total across the stage logs landed at 25. For this block, the initial DRC count from the detailed router was 10. TritonCTS built the clock tree. Synthesis produced a netlist whose cell count is 24. The first detailed-routing pass took 2 iterations.

Nets still carrying antenna violations after routing amount to 0. The final route contains around 220 vias. Maximum VDD drop landed at 0.08519 mV.

Residual overflow from global routing landed at 0. In the synthesis report, Yosys lists the chip area as ~220 um2. Maximum achievable frequency landed at 0.4668 GHz.

Core area landed at roughly 3400 um2. In this run the number of H-tree levels came out at 1. Summed area of non-filler cells in the final layout landed at 380.4 um2.

Count of input and output buffers landed at 7. Looking at the gate-level netlist, the highest instance count belongs to dfxtp_1. Looking at the reg2reg group, the worst path ends at cntr[1]$_SDFFE_PN0P_. According to the I/O placement log, the pin count is 8. The worst register-to-register path has a setup slack of 1.02 ns.

Along the worst path, the maximum fanout reaches 4. Hold is met by between 0.6 and 0.7 ns. Checking hold timing, the worst path is listed with class reg2reg. Of the cells placed in the final design, the portion with a size suffix greater than 1 is 0.1714.

The CTS log lists the clock sinks for this run as 4. The critical path in the final layout is reported with a setup slack of ~0.36 ns. Switching part of the total landed at 0.2482. Yosys mapped a number of flops with a built-in enable equal to 0.

The power report attributes to the combinational group a share of 0.279. The tree is rooted in a clkbuf_4. Total internal power landed at approximately 0.16 mW.

The critical path endpoint has a required time of around 2.0 ns. Worst setup timing slack at the placement stage landed at 0.6004 ns. By area the synthesized netlist is led by dfxtp_1 36%, ha_1 5.6%, nand2b_1 5.6%. The chip occupies ~6400 um2.

Final estimated routing congestion in global placement landed at 0.6723. The area fraction of the largest cell type after synthesis is 0.3596. Leakage dissipation landed at approximately 0.14 nW. Net switching power landed at between 0.05 and 0.06 mW. Fraction of the core area covered by cells at the end of the flow landed at 0.1114. The largest registers in the layout are cntr x4. In the final routed layout, each cell accounts on average for between 6 and 7 um. The most critical setup path has its endpoint at is_zero_o. The register with the most flip-flops in the final layout is cntr. Number of antenna cells inserted landed at 0.

As reported, the later end of the worst-skew pair has a clock insertion delay of about 0.24 ns. The register with the most flip-flops in the layout has 4 of them. The initial antenna violation count came to 0. Post-synthesis sequential element count landed at 4. Number of max-capacitance violations reported landed at 0. Clock share of power landed at 0.370. Register share after synthesis landed at 0.3596. Distinct cell type count of the synthesized netlist landed at 16. Detail-routed via count per cell landed at 2.716.

Cell count in the Yosys report landed at 24. Count of pins over their slew limit landed at 0. Measured along the y axis, the die boundary spans around 80 um. The run finished with clean final reports.

The via count of the first global-routing pass came to approximately 230. Number of buffers inserted to repair setup after CTS landed at 0. Looking at the cell usage after synthesis, the top flip-flop cell is dfxtp_1. Sum of routed wire length over all layers landed at around 560 um. Arrival time of the worst setup path landed at 1.64 ns. For the pin with the worst max-slew slack, the measured transition is 0.2395 ns. For this design, the CTS-stage hold fixing added 0 buffers. Final-report hold violation count landed at 0.

Number of endpoints failing setup at the final stage landed at 0. Average footprint of a synthesized cell landed at between 9 and 10 um2. The cell type that accounts for the most area after synthesis is dfxtp_1. Die boundary width landed at roughly 80 um. Subtracting the final worst setup slack from the clock period gives approximately 2.1 ns. The worst setup path is launched from a flip-flop. Post-synthesis async set-or-reset flop share landed at 0. The clock arrives with around 0.00095 ns of skew.

Number of cell rows landed at 21. Hold analysis shows the worst path with a depth of 3. Post-layout total power landed at approximately 0.22 mW. For the worst reg-to-reg path, the startpoint reported by OpenROAD is cntr[0]$_SDFFE_PN0P_. The share of the core area taken by cells at floorplan is 0.06520. The worst setup path is captured at an output pin. Count of cells along the worst register-to-register path landed at 6. Total clock buffers created by CTS landed at 3. The setup path with the least slack is of type reg2out. In this run the worst setup path begins at cntr[0]$_SDFFE_PN0P_. Placed instance count landed at between 70 and 80. Total negative slack landed at 0 ns. Summing all placed instances gives a cell area of between 300 and 400 um2.

Wire length of the first global-routing pass landed at 966 um. Overall track demand over capacity in global routing landed at 0.01853. Setup repair after global routing left no endpoint under its margin.

Post-synthesis instance area landed at around 220 um2. Clock-pin slew on the worst setup and hold paths landed at around 0.04 ns. Post-CTS repair changed the size of 0 cells. Total power divided by cell area landed at ~580 nW/um2.

Per the CTS log, the buffer count on the longest clock path is 2. Total DRC errors in the routed layout landed at 0. Counting the fill cells in the layout gives about 400. Yosys warning count landed at 1.

The area growth from synthesis to layout is 70.79%. The worst-case max-slew headroom was logged as 0.8398. Portion of the clock cycle consumed by the worst path in the final layout landed at 0.8568.
[cells by family after synthesis]
| group | count (synthesis) | share of synthesized area |
|---|---|---|
| compound gates | 6 | 0.2135 |
| buf+inv | 2 | 0.03372 |
| fa+ha+maj | 1 | 0.05617 |
| mux | 2 | 0.09550 |
| xor+xnor | 1 | 0.03933 |
| simple gates | 8 | 0.2023 |
| flops | 4 | 0.3596 |
[cells in the final DEF, fill, tap and decap left out, drive strengths merged]
cell	n
o21ai	2
dfxtp	4
a211o	1
or4	1
clkbuf	3
a21boi	1
mux2i	1
ha	1
mux2	1
o31ai	1
buf	1
nand3	2
xnor2	1
inv	2
nor3b	1
nand2	2
o211a	1
nand2b	2
clkdlybuf4s50	7
[power groups by stage]
stage / logic (mW) / registers (mW) / clock network [mW]
after CTS: 0.0627 / 0.0771 / 0.0853
after global routing: 0.0707 / 0.0779 / 0.0878
final: 0.0611 / 0.0771 / 0.0810
[critical path, stage by stage, from the launching register on]
cell	delay (ns)
dfxtp_1	0.31
inv_1	0.08
ha_1	0.19
nor3b_1	0.20
buf_4	0.16
clkdlybuf4s50_1	0.46
[worst min path at each step]
stage | startpoint | endpoint | slack, ns
finish | cntr[3]$_SDFFE_PN0P_ | cntr[3]$_SDFFE_PN0P_ | 0.61
CTS | cntr[3]$_SDFFE_PN0P_ | cntr[3]$_SDFFE_PN0P_ | 0.62
global route | cntr[0]$_SDFFE_PN0P_ | cntr[0]$_SDFFE_PN0P_ | 0.66
[metal layers]
layer,global-route usage,up-vias,share of wire
li1,-,111,-
met2,0.03531,5,0.55
met5,0,-,0
met1,0.01663,100,0.36
met3,0.002273,4,0.014
met4,0.01585,0,0.075
[final cells by class]
cell class | count | area, um2 | area share
flip-flops and latches | 4 | 80.08 | 0.2105
well taps | 46 | 57.56 | 0.1513
clock buffers | 3 | 22.52 | 0.05921
inverters | 2 | 7.507 | 0.01974
multi-input cells | 18 | 135.1 | 0.3553
repair buffers | 8 | 77.57 | 0.2039
Power is estimated from default activity; no workload was simulated.
